## flow/config.mk

```make
export PLATFORM = sky130hd
export DESIGN_NAME = PC_update
export DESIGN_NICKNAME = PC_update
export VERILOG_FILES = /design/flow/design.v
export SDC_FILE = /design/flow/constraint.sdc
export NUM_CORES = 4
export LEC_CHECK = 1
export CORE_AREA = 10 10 190 190
export DIE_AREA = 0 0 200 200
```

## flow/constraint.sdc

```tcl
current_design PC_update

set clk_period 9.1
set clk_io_pct 0.2

create_clock -name clk0 -period $clk_period [get_ports {clk}]

set non_clock_inputs [all_inputs -no_clocks]
set_input_delay [expr $clk_period * $clk_io_pct] -clock clk0 $non_clock_inputs
set_output_delay [expr $clk_period * $clk_io_pct] -clock clk0 [all_outputs]
```

## flow/design.v

```verilog
module PC_update(
    input clk,
    input [63 : 0] no_of_valid_instruction,
    input [63 : 0] PC_adress,
    input [3 : 0] Ins_Code,
    input [3 : 0] Ins_fun,
    input signed [63 : 0] Val_C,
    input [63 : 0] Val_P,
    input signed [63 : 0] Value_M,
    input mem_invalid_check,
    input instruction_invalid_check,
    input conditional_code_satisfy_check,
    output reg [63 : 0] new_PC_address
);
always @ (negedge clk)begin
    #3
    if(mem_invalid_check == 0)begin
        if(instruction_invalid_check == 0)begin
            if(Ins_Code == 0)begin
                new_PC_address = no_of_valid_instruction * 8 + 64'd8;
            end
            if(Ins_Code == 1)begin
                new_PC_address = Val_P;
            end
            if(Ins_Code == 2)begin
                new_PC_address = Val_P;
            end
            if(Ins_Code == 3)begin
                new_PC_address = Val_P;
            end
            if(Ins_Code == 4)begin
                new_PC_address = Val_P;
            end
            if(Ins_Code == 5)begin
                new_PC_address = Val_P;
            end
            if(Ins_Code == 6)begin
                new_PC_address = Val_P;
            end
            if(Ins_Code == 7)begin
                if(conditional_code_satisfy_check == 1)begin
                    new_PC_address = Val_C;
                end
                if(conditional_code_satisfy_check == 0)begin
                    new_PC_address = Val_P;
                end
            end
            if(Ins_Code == 8)begin
                new_PC_address = Val_C;
            end
            if(Ins_Code == 9)begin
                new_PC_address = Value_M;
            end
            if(Ins_Code == 10)begin
                new_PC_address = Val_P;
            end
            if(Ins_Code == 11)begin
                new_PC_address = Val_P;
            end
        end
    end
end
endmodule
```

## flow/run.sh

```bash
#!/bin/bash
# OpenROAD 26Q1-2900-gdf79404cd8, Yosys 0.63+post, stock flow scripts
make -C /OpenROAD-flow-scripts/flow DESIGN_CONFIG=/design/flow/config.mk WORK_HOME=/design/flow/orfs finish
```

==> metrics.cfg <==
[logic_synthesis]
synth-seq-cells=64
postSynthAreaPerCell_um2=8.20
ys_cells=700
largest_area_cell=edfxtp_1
syn_area_um2=5740
seq_area_frac_synth_pct=33.5
synthArstFlopShare_pct=0
ys_types=55
ys_top_cells_by_area=edfxtp_1, a21oi_1, xnor2_1
yosys_warnings=1
top_area_share_pct=33.5
ys_area_um2=5740
synthFlopType=edfxtp_1
edf_count=64
synthCells=700

[die]
die_y_um=200
initCoreUtil_pct=18.1
fp-row-count=65
ioPinCount=396
die-area_um2=40000
core_um2=31800
dieWidth_um=200

[grt]
grt_max_degree=65
first_global_vias=7693
antenna_found_initial=15
grt_pass1_wl_um=47400
overflow=0
grtUsageTotal_pct=16.4

[clock_network]
htree_num_levels=3
clkSlewWorstSetupHoldPaths_ps=30
clock-sinks=64
cts_buffers=9
cts_resized=0
cts_setup_buffers=0
cts_root_buffer=clkbuf_16
hold_buffers=0
tritoncts=done
clk_path_buf_depth=2

[route]
route.detailed.drc=0
drtIter0Drc=415
ant_nets=0
wl_um=33900
first_pass_iters=6
num_vias=7518
viasPerCell=4.77
wire_per_inst_um=21.5

[placed_design]
port_buffers=324
dp_hpwl_um=27800
place_congestion=0.861

[sta]
setup-tns-final_ps=0
slew_headroom_pct=50.6
slew_viol_final=0
worst_slew_pin_slew_ps=734
setup_violations=0
hold_viol=0
rsz0062_at_grt=no

[layout]
ff_latch_area_um2=1920
nFillCells=3285
combGateArea_um2=3620
syn_to_final_growth_pct=83.2
largest_reg_flops=64
final_layout_size_suffix_gt1_share_pct=9.65
post-route-util_pct=33.1

[setup_path]
critPathRequiredTime_ps=4690
cp.buffers_inverters=2
crit_slowest_cell=or4_1
cp-start-kind=primary input
crit_path_start=no_of_valid_instruction[0]
endpoint_kind=register
slowest_delay_ps=620
path_class=in2reg
path_max_fanout=5
crit_arrival_ps=4210
path_cells=clkdlybuf4s50_1, and4_4, nand4_4, or4_1, buf_4, nor4_2, xnor2_1, a211oi_2
crit_family=simple AND/OR/NAND/NOR gates

[run]
drv_cap=0
log.warning_count=160

[hold_path]
min_from=Val_C[2]
hold_class=in2reg

[pwr]
leakagePower_nw=3.92
vdd_ir_drop_max_uv=87.8
power_density_nw_per_um2=115

[status]
status=complete, no violations

==> per-stage QoR <==
step	total power, mW	instances	setup slack (ps)	instance area, um^2	hold WS [ps]
2_1_floorplan	0.529	700	125	5750	6540
3_3_place_gp	0.774	1485	56.2	9960	7030
3_5_place_dp	0.776	1485	47.8	9960	7030
4_1_cts	1.24	1564	466	10500	6620
5_1_grt	1.30	1567	303	10500	6630
6_report	1.21	1575	479	10500	6640
==> worst paths after layout <==
path	cells past startpoint	end	slack (ps)
min	3	new_PC_address[2]	6640
max	8	new_PC_address[48]	480
==> cells in the mapped netlist, types with 7 or more instances <==
| master | number |
|---|---|
| a211oi_1 | 25 |
| o21ai_1 | 8 |
| nand4_1 | 19 |
| nor4_1 | 7 |
| mux2i_1 | 20 |
| nor3_1 | 18 |
| edfxtp_1 | 64 |
| and3_1 | 15 |
| nor2_1 | 69 |
| o22ai_1 | 47 |
| clkbuf_1 | 38 |
| a221oi_1 | 16 |
| xnor2_1 | 35 |
| xor2_1 | 17 |
| a21oi_1 | 66 |
| o21ai_0 | 43 |
| nand2_1 | 52 |
| inv_1 | 14 |
| nand3_1 | 37 |
==> layout make-up <==
class | instances | share of cell area (%)
Clock buffer | 9 | 2.14
Multi-Input combinational cell | 577 | 34.5
Timing Repair Buffer | 394 | 36.3
Antenna cell | 11 | 0.262
Clock inverter | 71 | 2.94
Tap cell | 435 | 5.17
Inverter | 14 | 0.500
Sequential cell | 64 | 18.3
==> metal layers <==
metal / vias to the layer above / GRT usage (%) / share of wire (%)
met5: - / 0 / 0.18
met3: 61 / 7.45 / 11
met2: 352 / 26.2 / 47
li1: 3605 / - / -
met4: 10 / 5.47 / 2.7
met1: 3490 / 19.4 / 39
==> tightest hold or removal path, delay by kind of cell <==
kind	cells	cell delay (ps)
buffers and inverters	1	460
and+or+nand+nor	2	100
==> power by group <==
group	switching, mW	internal [mW]
logic	0.156	0.210
registers	0.00553	0.359
clock network	0.232	0.250
total	0.393	0.819
==> logic make-up after synthesis <==
kind of cell             synth area share (%)
AND-OR/OR-AND                            28.0
XOR/XNOR                                 7.93
buffers and inverters                    3.97
flip-flops                               33.5
multiplexers                             4.07
adder cells (fa/ha/maj)                 0.218
AND/OR/NAND/NOR                          22.3
==> placed cells by master (no fill, tap or decap), types with 9 or more instances in the layout <==
cell type / instances
clkdlybuf4s50_1: 323
inv_1: 78
nor2_1: 68
buf_4: 66
a21oi_1: 65
edfxtp_1: 64
nand2_1: 51
o22ai_1: 47
o21ai_0: 43
nand3_1: 37
xnor2_1: 35
a211oi_1: 24
mux2i_1: 20
nand4_1: 19
nor3_1: 17
xor2_1: 17
a221oi_1: 16
and3_1: 15
diode_2: 11
clkbuf_16: 9
No activity file was given, so power comes from the tool's default toggle rates.
