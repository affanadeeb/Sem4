--- flow/design.v ---
module Memory_Pipeline_Register(
    input clk,
    input M_toBubble,
    input [2 : 0] E_stat,
    input [3 : 0] E_Ins_Code,
    input [3 : 0] E_Ins_fun,
    input signed [63 : 0] E_value_A,
    input [3 : 0] E_dstM,
    input [3 : 0] e_dstE,
    input signed [63 : 0] e_Value_E,
    input e_Cnd,
    output reg [2 : 0] M_stat,
    output reg [3 : 0] M_Ins_Code,
    output reg M_cnd,
    output reg signed [63 : 0] M_Value_E,
    output reg signed [63 : 0] M_value_A,
    output reg [3 : 0] M_dstE,
    output reg [3 : 0] M_dstM,
    output reg [3 : 0] M_Ins_fun
);
always @ (posedge clk)begin
     #0.2
    if(M_toBubble == 1)begin
        M_stat <= 3'd0;
        M_Ins_Code <= 4'd1;
        M_Ins_fun <= 4'd0;
        M_cnd <= 1;
        M_Value_E <= 63'd0;
        M_value_A <= 63'd0;
        M_dstE <= 4'd15;
        M_dstM <= 4'd15;
    end
    else begin
        M_stat <= E_stat;
        M_Ins_Code <= E_Ins_Code;
        M_Ins_fun <= E_Ins_fun;
        M_cnd <= e_Cnd;
        M_value_A <= E_value_A;
        M_Value_E <= e_Value_E;
        M_dstE <= e_dstE;
        M_dstM <= E_dstM;
    end
end
endmodule
--- flow/run.sh ---
#!/bin/bash
# OpenROAD 26Q1-2900-gdf79404cd8, Yosys 0.63+post, stock flow scripts
make -C /OpenROAD-flow-scripts/flow DESIGN_CONFIG=/design/flow/config.mk WORK_HOME=/design/flow/orfs finish
--- flow/config.mk ---
export PLATFORM = sky130hd
export DESIGN_NAME = Memory_Pipeline_Register
export DESIGN_NICKNAME = Memory_Pipeline_Register
export VERILOG_FILES = /design/flow/design.v
export SDC_FILE = /design/flow/constraint.sdc
export NUM_CORES = 4
export LEC_CHECK = 1
export CORE_AREA = 10 10 181 181
export DIE_AREA = 0 0 191 191
--- flow/constraint.sdc ---
current_design Memory_Pipeline_Register

set clk_period 1.0
set clk_io_pct 0.2

create_clock -name clk0 -period $clk_period [get_ports {clk}]

set non_clock_inputs [all_inputs -no_clocks]
set_input_delay [expr $clk_period * $clk_io_pct] -clock clk0 $non_clock_inputs
set_output_delay [expr $clk_period * $clk_io_pct] -clock clk0 [all_outputs]
==> impl_metrics.env <==
# physical design summary
export IMPL_status="complete, but fails checks"
export IMPL_violations="setup timing"
export IMPL_min_period_over_period=1.09
export IMPL_globalRouteOverflowTotal=0
export IMPL_pin_count=298
export IMPL_first_iter_violations=56
export IMPL_worstSetupPathType="reg -> out"
export IMPL_powerDensity_nw_per_um2=1940
export IMPL_grt_usage=0.0785
export IMPL_num_vias=3052
export IMPL_ant_nets=0
export IMPL_hold_violations=0
export IMPL_post_cts_buffers=0
export IMPL_vdd_drop_max_uv=891
export IMPL_drive_gt1_frac=0.343
export IMPL_ys_seq_frac=0.747
export IMPL_muxShareOfSynthArea=0
export IMPL_gp_congestion=0.786
export IMPL_grt_max_degree=74
export IMPL_antenna_found_initial=0
export IMPL_dr_pass1_iters=4
export IMPL_drt_wl_total_um=14900
export IMPL_grt_pass1_wl_um=21400
export IMPL_synth_distinct_cells=7
export IMPL_simple_gate_share=0.233
export IMPL_placedInstanceArea_um2=7410
export IMPL_cpMaxStageDelayCell="dfxtp_4"
export IMPL_antenna_cells=0
export IMPL_warning_count=27
export IMPL_design_area_um2=7410
export IMPL_via_per_inst=3.01
export IMPL_cpPeakStageDelay_ns=0.36
export IMPL_cp_end_kind="primary output"
export IMPL_cts_buffers=17
export IMPL_setup_viol=148
export IMPL_clock_sinks=148
export IMPL_port_buffers=297
export IMPL_crit_required_ns=0.80
export IMPL_rsz0062_at_grt="yes"
export IMPL_ctsHoldBuffers=0
export IMPL_wl_per_cell_um=14.7
export IMPL_final_min_clock_period_ns=1.09
export IMPL_htreeDepth=4
export IMPL_cp_start_kind="register"
export IMPL_cts_tree="yes"
export IMPL_grt_pass1_vias=3196
export IMPL_crit_chain="buf_6"
export IMPL_cp_num_buf_inv=1
export IMPL_syn_to_final_growth_pct=86.8
export IMPL_p_leak_nw=3.19
export IMPL_min_path_type="in -> reg"
export IMPL_critPathMaxFanout=1
export IMPL_die_h_um=191
export IMPL_maxSlewViolCount=0
export IMPL_avgSynthCellArea_um2=12.7
export IMPL_setup_slack_ns=-0.0908
export IMPL_maxCapViolCount=0
export IMPL_ys_sh_xor=0
export IMPL_critical_path_top_delay_family="flip-flops"
export IMPL_die_x_um=191
export IMPL_rows=62
export IMPL_ys_sh_adder=0
export IMPL_ys_sh_aoi=0
export IMPL_instances_no_fill=1013
export IMPL_fp_util=0.138
export IMPL_cts_root_buf="clkbuf_16"
export IMPL_synthCells=312
export IMPL_core_region_area_um2=28800
export IMPL_clock_fmax_mhz=917
export IMPL_clk_path_buf_depth=2
export IMPL_clk_pin_slew_ns=0.06
export IMPL_slew_headroom=0.773
export IMPL_ys_flops=148
export IMPL_ys_top_logic_family="simple AND/OR/NAND/NOR gates"
export IMPL_netlist_area_um2=3970
export IMPL_yosys_warnings=1
export IMPL_cp_data_arrival_time_ns=0.89
export IMPL_ys_cells=312
export IMPL_hpwl_um=11800
export IMPL_utilization=0.257
export IMPL_yosys_stat_area_um2=3970
export IMPL_worst_slew_pin_slew_ns=0.341
export IMPL_drc=0
export IMPL_dp_cells=982
export IMPL_die_area_um2=36500
[where the power goes]
group | switching [mW] | internal (mW) | total (mW) | leakage, nW
Clock | 2.49 | 4.38 | 6.87 | 0.307
Sequential | 0.0708 | 6.22 | 6.29 | 1.24
Combinational | 0.318 | 0.894 | 1.21 | 1.65
[timing repair]
item	4_1_cts	5_1_grt
gates resized	513	14
pin swaps	0	0
endpoints found under the setup margin	148	148
[path summary, 6_finish.rpt]
| path | startpoint | end | slack (ns) | cells past startpoint |
|---|---|---|---|---|
| max | M_Value_E[10] | M_Value_E[10] | -0.09 | 1 |
| min | M_toBubble | M_Value_E[11] | 0.16 | 3 |
[cell type report]
class / count / area, um^2
fill: 3030 / 21400
sequential: 148 / 3000
timing repair buffer: 302 / 2370
multi-input combinational: 148 / 926
clock buffer: 24 / 522
tap: 384 / 480
clock inverter: 7 / 118
[Yosys cell counts, drive strengths merged]
| cell | n | area [um^2] |
|---|---|---|
| dfxtp | 148 | 2960 |
| clkbuf | 3 | 12.5 |
| or2 | 10 | 62.6 |
| nor2b | 138 | 863 |
| buf | 13 | 65.1 |
[state kept, by name (all words and copies together) (netlist names)]
name / flops
M_Value_E: 64
M_stat: 3
M_Ins_Code: 4
M_cnd: 1
M_value_A: 64
M_dstE: 4
M_dstM: 4
M_Ins_fun: 4
[layer usage]
layer,track usage,up-vias,part of all wire
met3,0.0354,13,0.10
met2,0.131,144,0.50
met4,0.0124,0,0.017
li1,-,1546,-
met1,0.0930,1349,0.38
met5,0,-,0
[stage by stage]
step                power [mW]  worst slack [ns]  hold WS [ns]  setup TNS [ns]
CTS                       14.6            -0.130         0.140           -8.13
global placement          7.94            -0.124         0.614          -0.571
finish                    14.4           -0.0908         0.158           -3.02
global route              15.0            -0.140         0.164           -9.90
floorplan                 6.61             0.111         0.297               0
detailed placement        7.94            -0.125         0.613          -0.554
[cell families after synthesis]
logic type	count (synthesis)
buffers and inverters	16
flip-flops	148
AND/OR/NAND/NOR	148
[layout by cell type (no fill, tap or decap), types with 7 or more instances in the layout]
cell type	instances
clkdlybuf4s50_1	148
nor2b_1	138
buf_2	138
dfxtp_1	124
dfxtp_2	23
clkbuf_16	17
buf_6	10
or2_2	7
clkbuf_8	7
Power figures rest on the tool's default switching activity, not on a simulated workload.
