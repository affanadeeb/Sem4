===== design.v =====
module Execute_pipeline_register(
    input clk,
    input E_toBubble,
    input [2 : 0] D_stat,
    input [3 : 0] D_Ins_Code,
    input [3 : 0] D_Ins_fun,
    input signed [63 : 0] D_Val_C,
    input signed [63 : 0] d_value_A,
    input signed [63 : 0] d_value_B,
    input [3 : 0] d_dstE,
    input [3 : 0] d_dstM,
    input [3 : 0] d_srcA,
    input [3 : 0] d_srcB,
    output reg [2 : 0] E_stat,
    output reg [3 : 0] E_Ins_Code,
    output reg [3 : 0] E_Ins_fun,
    output reg signed [63 : 0] E_Val_C,
    output reg signed [63 : 0] E_value_A,
    output reg signed [63 : 0] E_value_B,
    output reg [3 : 0] E_srcA,
    output reg [3 : 0] E_srcB,
    output reg [3 : 0] E_dstE,
    output reg [3 : 0] E_dstM
);
always @(posedge clk)begin
     #0.3
    if(E_toBubble == 1)begin
        E_stat <= 3'd0;
        E_Ins_Code <= 4'd1;
        E_Ins_fun <= 4'd0;
        E_Val_C <= 63'd0;
        E_value_A <= 63'd0;
        E_value_B <= 63'd0;
        E_srcA <= 63'd0;
        E_srcB <= 63'd0;
        E_dstE <= 3'd0;
        E_dstM <= 3'd0;
    end
    else begin
        E_stat <= D_stat;
        E_Ins_Code <= D_Ins_Code;
        E_Ins_fun <= D_Ins_fun;
        E_Val_C <= D_Val_C;
        E_value_A <= d_value_A;
        E_value_B <= d_value_B;
        E_srcA <= d_srcA;
        E_srcB <= d_srcB;
        E_dstE <= d_dstE;
        E_dstM <= d_dstM;
    end
end
endmodule

===== run.sh =====
#!/bin/bash
# OpenROAD 26Q1-2900-gdf79404cd8, Yosys 0.63+post, stock flow scripts
make -C /OpenROAD-flow-scripts/flow DESIGN_CONFIG=/design/flow/config.mk WORK_HOME=/design/flow/orfs finish

===== config.mk =====
export PLATFORM = sky130hd
export DESIGN_NAME = Execute_pipeline_register
export DESIGN_NICKNAME = Execute_pipeline_register
export VERILOG_FILES = /design/flow/design.v
export SDC_FILE = /design/flow/constraint.sdc
export NUM_CORES = 4
export LEC_CHECK = 1
export CORE_AREA = 10 10 196 196
export DIE_AREA = 0 0 206 206

===== constraint.sdc =====
current_design Execute_pipeline_register

set clk_period 1.0
set clk_io_pct 0.2

create_clock -name clk0 -period $clk_period [get_ports {clk}]

set non_clock_inputs [all_inputs -no_clocks]
set_input_delay [expr $clk_period * $clk_io_pct] -clock clk0 $non_clock_inputs
set_output_delay [expr $clk_period * $clk_io_pct] -clock clk0 [all_outputs]

==> impl_metrics.json <==
{
  "drive_above_1_share_pct": 35.4,
  "fmax_mhz": 824,
  "fp_util_pct": 17.1,
  "crit_path_max_incr_delay_ps": 390,
  "routabilityCongestion": 0.828,
  "peakVddDrop_v": 0.00137,
  "drt_iter0_markers": 74,
  "first_pass_iters": 4,
  "worstPathArrival_ps": 1010,
  "cts-root-buf": "clkbuf_16",
  "leakagePower_nw": 4.84,
  "hpwl_um": 18600,
  "cp_num_cells": 1,
  "tool_warnings": 27,
  "yosysUniqueCellTypes": 6,
  "hold_viol": 0,
  "portBuffers": 439,
  "crit_path_end_kind": "output pin",
  "syn_area_um2": 5880,
  "crit_required_ps": 800,
  "hp-class": "in -> reg",
  "synthCells": 462,
  "h-tree-depth": 1,
  "ys_area_um2": 5880,
  "coreArea_um2": 34400,
  "min_path_cells": 3,
  "drv_cap": 0,
  "routed_wl_um": 22900,
  "place_area_um2": 11000,
  "powerDensity_nw_per_um2": 1870,
  "vias_per_cell": 3.35,
  "tightest_slew_ps": 295,
  "path_max_fanout": 1,
  "area_growth_pct": 86.2,
  "grt_pass1_wl_um": 31800,
  "grt_use_total_pct": 10.1,
  "finalMaxSlewViolations": 0,
  "critPathLaunch": "E_value_A[49]",
  "std_cell_rows": 68,
  "antennaDiodeCount": 0,
  "die_w_um": 206,
  "setup_ws_ps": -214,
  "power_mw": 20.5,
  "post-route-min-period_ps": 1210,
  "startpoint_type": "flop",
  "status": "finished with violations",
  "antenna_left": 0,
  "syn_area_per_cell_um2": 12.7,
  "grt_max_degree": 25,
  "yosysWarningCount": 1,
  "slew_headroom_pct": 80.3,
  "cts.sinks": 219,
  "ys.flops": 219,
  "final_area_um2": 10900,
  "yosysSeqAreaShare_pct": 74.6,
  "hp-start": "E_toBubble",
  "ios": 440,
  "worstSetupPathType": "reg -> out",
  "yosys_cells": 462,
  "cp_slowest_cell": "dfxtp_4",
  "rsz0062_at_grt": "true",
  "fillers": 3490,
  "critPathBufInv": 1,
  "dieArea_um2": 42400,
  "crit_path_cell_trace": "buf_6",
  "finalClockPeriodUsage_pct": 121,
  "cp_top_family": "flip-flops",
  "violations": "setup timing",
  "cts_made_buffers": 24,
  "routedWlPerCell_um": 16.3,
  "cts.path.max_buffers": 3,
  "overflow": 0,
  "grt_antenna_before_repair": 1,
  "cts_tree": "done",
  "clk_pin_slew_ps": 60,
  "fp.dieH_um": 206,
  "drc": 0,
  "finalSetupViolations": 219,
  "grt_pass1_vias": 4927,
  "via_count": 4703
}
-- cell type report --
class,instances,area [um^2],area share [%]
Timing Repair Buffer,467,3710,33.9
Sequential cell,219,4450,40.7
Clock buffer,34,719,6.57
Tap cell,455,569,5.20
Clock inverter,10,129,1.18
Multi-Input combinational cell,219,1370,12.5
-- sequential cells by signal (all words and copies together), names as in the netlist --
| signal | flops |
|---|---|
| E_dstM | 4 |
| E_stat | 3 |
| E_Ins_fun | 4 |
| E_value_A | 64 |
| E_Val_C | 64 |
| E_srcA | 4 |
| E_value_B | 64 |
| E_srcB | 4 |
| E_dstE | 4 |
| E_Ins_Code | 4 |
-- path summary, 6_finish.rpt --
check | end | slack, ps
max | E_value_A[49] | -210
min | E_value_A[14] | 90
-- layer usage --
layer	vias up	wire, um	GRT usage [%]
met1	2044	8920	12.3
met3	22	3690	6.22
met5	-	13	0
met2	307	9930	15.5
met4	2	365	1.46
li1	2328	-	-
-- cell families after synthesis --
logic type	count (synthesis)	share of synthesized area, %
AND/OR/NAND/NOR	219	23.3
flip-flops	219	74.6
buffers and inverters	24	2.09
-- report_power, final --
| group | switching, mW | total (mW) | internal (mW) | leakage (nW) |
|---|---|---|---|---|
| Combinational | 0.507 | 1.90 | 1.39 | 2.58 |
| Clock | 3.45 | 9.23 | 5.78 | 0.425 |
| Sequential | 0.120 | 9.33 | 9.21 | 1.84 |
| Total | 4.08 | 20.5 | 16.4 | 4.84 |
-- synthesized netlist by cell type --
| library cell | n | area share [%] |
|---|---|---|
| buf_2 | 20 | 1.7 |
| nor2b_1 | 218 | 23 |
| buf_6 | 1 | 0.19 |
| clkbuf_1 | 3 | 0.19 |
| or2_2 | 1 | 0.11 |
| dfxtp_1 | 219 | 75 |
-- cells in the final DEF, fill, tap and decap left out --
cell type and n:
buf_12 9, buf_2 206, buf_4 18, buf_6 14
bufinv_16 3, clkbuf_1 3, clkbuf_16 25, clkbuf_8 6
clkdlybuf4s50_1 219, clkinv_2 6, dfxtp_1 172, dfxtp_2 44
dfxtp_4 3, dlygate4sd3_1 1, inv_6 1, nor2b_1 218
or2_2 1
-- through the flow --
stage	TNS (ps)	worst slack (ps)	cells	hold WS, ps	util (%)
2_1_floorplan	0	117	462	304	-
3_3_place_gp	-1490	-292	1359	494	32.1
3_5_place_dp	-1460	-295	1359	494	32.1
4_1_cts	-34470	-252	1404	71.7	31.6
5_1_grt	-37840	-260	1404	80.2	31.8
6_report	-26080	-214	1404	93.2	31.8
-- what timing repair did --
item                                   CTS  global route
endpoints found under the hold margin    3             0
hold buffers                             1             0
gates resized                          760            25
setup buffers                            0             0
setup endpoints to repair              219           219
Power figures rest on the tool's default switching activity, not on a simulated workload.
